===== flow/design.v =====
`timescale 1ns / 1ps
module baud_controller(reset, clk, baud_select, sample_ENABLE);
input reset, clk;
input [2:0] baud_select;
output reg sample_ENABLE;
reg [14:0] size; 
reg [14:0] count;
always@ (baud_select) begin
	case(baud_select)
	3'b000: begin 
			size <= 20_833;
			end
	3'b001: begin 
			size <= 5_208;
			end
	3'b010: begin 
			size <= 1_302;
			end
	3'b011: begin 
			size <= 651;
			end
	3'b100: begin 
			size <= 326;
			end
	3'b101: begin 
			size <= 163;
			end
	3'b110: begin 
			size <= 109;
			end
	3'b111: begin 
			size <= 54;
			end
	default: begin 
			 size <= 20_833;
			 end
	endcase
end
always @ (posedge clk or posedge reset) begin  
	if (reset) begin
		count <= 15'b000000000000000;
		sample_ENABLE <= 1'b0;
	end
    else if(count == size) begin 
		sample_ENABLE <= 1'b1;
		count <=15'b000000000000000;
	end
	else begin
		count <= count + 15'b000000000000001;
		sample_ENABLE <= 1'b0;
	end
end 
endmodule
`timescale 1ns / 1ps
module uart_transmitter(reset, clk, Tx_DATA, baud_select, Tx_WR, Tx_EN, TxD, Tx_BUSY);
input reset, clk;
input [7:0] Tx_DATA;
input [2:0] baud_select;
input Tx_EN;
input Tx_WR;
output TxD;
output Tx_BUSY;
wire Tx_sample_ENABLE;
uart_transmitter_FSM uart_transmitter_FSM_inst(reset, clk, Tx_DATA, Tx_WR, Tx_EN, Tx_sample_ENABLE, TxD, Tx_BUSY);
baud_controller baud_controller_tx_inst(reset, clk, baud_select, Tx_sample_ENABLE);
endmodule
`timescale 1ns / 1ps
module uart_transmitter_FSM(reset, clk, Tx_DATA, Tx_WR, Tx_EN, Tx_sample_ENABLE, TxD, Tx_BUSY);
input reset, clk;
input [7:0] Tx_DATA;
input Tx_EN;
input Tx_WR;
input Tx_sample_ENABLE;
output TxD;
output Tx_BUSY;
reg TxD, Tx_BUSY;
parameter 	idle = 0,
			start = 1,
			trans = 2,
			parity = 3,
			stop = 4;
reg [2:0] decision, decision_next; 
reg [3:0] count_s, count_s_next, count_n, count_n_next;
reg [7:0] buffer, buffer_next; 
reg add, add_next; 
always@ (posedge clk or posedge reset) begin
	if(reset)
	begin
		decision <= idle;
		count_s <= 4'b0000;
		count_n <= 4'b0000;
		buffer <= 8'b0000000;
		add <= 1'b0;
	end
	else begin
		decision <= decision_next;
		count_s <= count_s_next;
		count_n <= count_n_next;
		buffer <= buffer_next;
		add <= add_next;
	end
end
always@ (Tx_EN or Tx_WR or decision or Tx_sample_ENABLE or count_s or count_n or buffer or add or Tx_DATA) begin
	decision_next = decision;
	count_s_next = count_s;
	count_n_next = count_n;
	buffer_next = buffer;
	add_next = add;
	TxD = 1;
	Tx_BUSY = 0;
	if(Tx_EN) begin
		case(decision)
		idle: begin 
				  TxD = 1;
				  Tx_BUSY = 0;
				  if(Tx_sample_ENABLE && Tx_WR) begin
					decision_next = start;
					count_s_next = 0;
					buffer_next = Tx_DATA;
				  end
				  else 
					decision_next = idle;
			  end
		start: begin
				TxD = 0;  
				Tx_BUSY = 1;
				if(Tx_sample_ENABLE)
				begin
					if(count_s == 15)
					begin
						add_next = 1'b0;
						count_s_next = 0;
						count_n_next = 0;
						decision_next = trans;
					end
					else
					begin
						count_s_next = count_s + 4'b0001;
					end
				end
				else
					decision_next = start;
			   end
		trans: begin
				TxD = buffer[0];
				Tx_BUSY = 1;
				if(Tx_sample_ENABLE) begin
					if(count_s == 15)
					begin
						add_next = add + TxD;
						count_s_next = 0;
						buffer_next = buffer >> 1;
						if(count_n == 7)
							decision_next = parity;
						else
							count_n_next = count_n + 4'b0001;
					end
					else
						count_s_next = count_s + 1;
				end
				else
					decision_next = trans;
			   end
		parity: begin
				TxD = add;
				Tx_BUSY = 1;
				if(Tx_sample_ENABLE) begin
					if(count_s == 15)
					begin
						count_s_next = 0;
						decision_next = stop;
					end
					else
						count_s_next = count_s + 1;
				end
				else
					decision_next = parity;
				end
		stop: begin
				TxD = 1;
				Tx_BUSY = 1;
				if(Tx_sample_ENABLE) begin
					if(count_s == 15) begin
						decision_next = idle;
					end
					else
						count_s_next = count_s + 1;
				end
				else
					decision_next = stop;
			  end
		default: begin
			decision_next = idle;
		  end
		endcase
	end
	else begin
		TxD = 1;
		Tx_BUSY = 0;
	end
end
endmodule
`timescale 1ns / 1ps
module uart_receiver(reset, clk, Rx_DATA, baud_select, Rx_EN, RxD, Rx_FERROR, Rx_PERROR, Rx_VALID);
input reset, clk;
input [2:0] baud_select;
input Rx_EN;
input RxD;
output [7:0] Rx_DATA;
output Rx_FERROR;  
output Rx_PERROR;  
output Rx_VALID;  
wire Rx_sample_ENABLE;
uart_receiver_FSM uart_receiver_FSM_inst(reset, clk, Rx_DATA, Rx_EN, RxD, Rx_sample_ENABLE, Rx_FERROR, Rx_PERROR, Rx_VALID);
baud_controller baud_controller_rx_inst(reset, clk, baud_select, Rx_sample_ENABLE);
endmodule
`timescale 1ns / 1ps
module uart_receiver_FSM(reset, clk, Rx_DATA, Rx_EN, RxD, Rx_sample_ENABLE, Rx_FERROR, Rx_PERROR, Rx_VALID);
input reset, clk;
input Rx_EN;
input RxD;
input Rx_sample_ENABLE;
output [7:0] Rx_DATA;
output Rx_FERROR;  
output Rx_PERROR;  
output Rx_VALID;  
wire [7:0] Rx_DATA;
wire Rx_PERROR, Rx_FERROR, Rx_VALID;
reg Rx_PERROR_reg, Rx_PERROR_reg_next, Rx_FERROR_reg, Rx_FERROR_reg_next;
reg [2:0] decision, decision_next; 
reg [3:0] count_n, count_s, count_n_next, count_s_next;
reg [7:0] buffer, buffer_next;
reg add, add_next; 
reg flag; 
reg [7:0] Rx_DATA_reg;
parameter 	idle = 0,
			start = 1,
			trans = 2,
			parity = 3,
			stop = 4;
always@ (posedge clk or posedge reset) begin
	if(reset) begin
		decision <= idle;
		count_n <= 4'b0000;
		count_s <= 4'b0000;
		buffer <= 8'b00000000;
		add <= 1'b0;
		Rx_PERROR_reg <= 1'b0;
		Rx_FERROR_reg <= 1'b0;
	end
	else begin
		decision <= decision_next;
		count_n <= count_n_next;
		count_s <= count_s_next;
		buffer <= buffer_next;
		add <= add_next;
		Rx_FERROR_reg <= Rx_FERROR_reg_next;
		Rx_PERROR_reg <= Rx_PERROR_reg_next;
	end
end
always@ (RxD or Rx_EN or decision or Rx_sample_ENABLE or count_s or count_n or buffer or add or Rx_FERROR_reg or Rx_PERROR_reg) begin
	Rx_PERROR_reg_next = Rx_PERROR_reg;
	Rx_FERROR_reg_next = Rx_FERROR_reg;
	decision_next = decision;
	count_n_next = count_n;
	count_s_next = count_s;
	buffer_next = buffer;
	add_next = add;
	flag = 0;
	if(Rx_EN) begin
		case(decision)
		idle: begin
				if(~RxD) begin
					count_s_next = 0;
					buffer_next = 0;
					decision_next = start;
					Rx_FERROR_reg_next = 1'b0;
					Rx_PERROR_reg_next = 1'b0;
				end
				else begin
					decision_next = idle;
					buffer_next = 0;
					Rx_FERROR_reg_next = 1'b0;
					Rx_PERROR_reg_next = 1'b0;
				end
			  end
		start: begin
				   if(Rx_sample_ENABLE) begin
					   if(count_s == 7) begin
						   add_next = RxD;
						   count_s_next = 0;
						   count_n_next = 0;
						   decision_next = trans;
						   if(~RxD) begin
							   Rx_FERROR_reg_next = 1'b0;
							   Rx_PERROR_reg_next = 1'b0;
						   end
						   else begin
							   Rx_FERROR_reg_next = 1'b1;
							   Rx_PERROR_reg_next = 1'b0;
						   end
					   end
					   else begin
						   count_s_next = count_s + 1;
					   end
				   end
				   else begin
					   decision_next = start;
					   Rx_FERROR_reg_next = 1'b0;
					   Rx_PERROR_reg_next = 1'b0;
				   end
			   end
		trans: begin
				   if(Rx_sample_ENABLE) begin
					   if(count_s == 15) begin
						   if(Rx_FERROR_reg) begin
							   Rx_FERROR_reg_next = 1'b1;
							   Rx_PERROR_reg_next = 1'b0;
						   end
						   else begin
							   Rx_FERROR_reg_next = 1'b0;
							   Rx_PERROR_reg_next = 1'b0;
						   end
						   add_next = add + RxD;
						   count_s_next = 0;
						   buffer_next = {RxD, buffer[7:1]};
						   if(count_n == 7)
							   decision_next = parity;
						   else 
							   count_n_next = count_n + 1;
					   end
					   else
						   count_s_next = count_s + 1;
				   end
				   else begin
					   decision_next = trans;
				   end
			   end
		parity: begin
					if(Rx_sample_ENABLE) begin
						if(count_s == 15) begin
							count_s_next = 4'b0000;
							if(Rx_FERROR_reg)
								Rx_FERROR_reg_next = 1'b1;
							else
								Rx_FERROR_reg_next = 1'b0;
							if(RxD != add) begin
								Rx_PERROR_reg_next = 1'b1;
							end
							else begin
								Rx_PERROR_reg_next = 1'b0;
							end
							decision_next = stop;
						end
						else
							count_s_next = count_s + 4'b0001;
					end
					else begin
						decision_next = parity;
					end
				end
		stop: begin
				  if(Rx_sample_ENABLE) begin
					  if(count_s == 15) begin
						if(Rx_PERROR_reg) begin
							Rx_PERROR_reg_next = 1'b1;
						end
						else if(Rx_FERROR_reg) begin
							Rx_FERROR_reg_next = 1'b1;
						end
						else if((RxD)) begin
							flag = 1;
							Rx_FERROR_reg_next = 1'b0;
							Rx_PERROR_reg_next = 1'b0;
						end
						else begin
							Rx_FERROR_reg_next = 1'b1;
						end
							decision_next = idle;
					  end
					  else
						  count_s_next = count_s + 1;
				  end
				  else
					  decision_next = stop;
			  end
		default: decision_next = idle;
	endcase
    end
end
assign Rx_FERROR = Rx_FERROR_reg;
assign Rx_PERROR = Rx_PERROR_reg;
assign Rx_VALID = flag;
always@ (Rx_VALID or buffer) begin
	if(Rx_VALID) begin
		Rx_DATA_reg = buffer;
	end
	else
	   Rx_DATA_reg = 0;
end
assign Rx_DATA = Rx_DATA_reg;
endmodule
`timescale 1ns / 1ps
module uart(reset, clk, Tx_DATA, baud_select, Rx_EN, Tx_WR, Tx_EN, Rx_DATA, Rx_FERROR, Rx_PERROR, Rx_VALID, Tx_BUSY);
input reset, clk, Tx_EN, Tx_WR, Rx_EN;
input [2:0] baud_select;
input [7:0] Tx_DATA;
output [7:0] Rx_DATA;
output Rx_FERROR, Rx_PERROR, Rx_VALID, Tx_BUSY;
wire TxD, RxD;
assign RxD = TxD;
uart_transmitter uart_transmitter_inst(.reset(reset), .clk(clk), .Tx_DATA(Tx_DATA), .baud_select(baud_select), .Tx_WR(Tx_WR), .Tx_EN(Tx_EN), .TxD(TxD), .Tx_BUSY(Tx_BUSY));
uart_receiver uart_receiver_inst(.reset(reset), .clk(clk), .Rx_DATA(Rx_DATA), .baud_select(baud_select), .Rx_EN(Rx_EN), .RxD(RxD), .Rx_FERROR(Rx_FERROR), .Rx_PERROR(Rx_PERROR), .Rx_VALID(Rx_VALID));
endmodule

===== flow/run.sh =====
#!/bin/bash
# OpenROAD 26Q1-2900-gdf79404cd8, Yosys 0.63+post, stock flow scripts
make -C /OpenROAD-flow-scripts/flow DESIGN_CONFIG=/design/flow/config.mk WORK_HOME=/design/flow/orfs finish

===== flow/config.mk =====
export PLATFORM = sky130hd
export DESIGN_NAME = uart
export DESIGN_NICKNAME = uart
export VERILOG_FILES = /design/flow/design.v
export SDC_FILE = /design/flow/constraint.sdc
export NUM_CORES = 4
export LEC_CHECK = 1
export CORE_UTILIZATION = 50

===== flow/constraint.sdc =====
current_design uart

set clk_period 3.4
set clk_io_pct 0.2

create_clock -name clk0 -period $clk_period [get_ports {clk}]

set non_clock_inputs [all_inputs -no_clocks]
set_input_delay [expr $clk_period * $clk_io_pct] -clock clk0 $non_clock_inputs
set_output_delay [expr $clk_period * $clk_io_pct] -clock clk0 [all_outputs]

==> impl_metrics.py <==
# Generated from Yosys and OpenROAD reports
metrics = {
    "outcome": {
        "status": "complete, no violations",
    },
    "synthesis": {
        "avgSynthCellArea_um2": 9.06,
        "ys_seq_share_pct": 40.9,
        "edf_count": 0,
        "synth.distinct_cells": 68,
        "syn_area_um2": 4780,
        "yosysWarningCount": 3,
        "ys_ff": 78,
        "ys_cells": 527,
        "synth-async-reset-ratio_pct": 100,
        "yosys_area_um2": 4780,
        "synth-main-ff-cell": "dfrtp_1",
        "synthCells": 527,
    },
    "final_timing": {
        "tns_ns": 0,
        "fin_skew_ns": 0.00634,
        "finalSetupViolCount": 0,
        "fmax_mhz": 308,
        "layout_min_cycle_time_ns": 3.25,
        "fin_crit_sh_pct": 95.5,
        "final_max_slew_viol_count": 0,
        "finalHoldViolCount": 0,
        "worst_slew_pin_slew_ns": 0.702,
        "relSlewSlack_pct": 52.8,
        "holdWs_ns": 0.496,
    },
    "clock_tree": {
        "cts_buffer_depth": 2,
        "cts_max_level": 3,
        "root_buffer": "clkbuf_8",
        "cts_tree": "built",
        "cts.sinks": 78,
        "clk_latency_ns": 0.35,
        "clk_pin_slew_ns": 0.09,
        "cts_buffers": 9,
    },
    "hold_path": {
        "holdPathStages": 1,
        "hp-class": "reg2reg",
    },
    "worst_setup_path": {
        "path_cells": "or3_1, and4_1, nor4_4, buf_4, and2_1, clkdlybuf4s50_1",
        "cp.arrival_ns": 2.57,
        "cp.required_ns": 2.72,
        "cpPeakStageDelay_ns": 0.48,
        "crit_family": "simple AND/OR/NAND/NOR gates",
        "end_kind": "primary output",
        "slowest_stage": "or3_1",
        "crit_fanout": 9,
        "startpoint_type": "flip-flop",
        "ff2ff_path_depth": 4,
        "r2r_slack_ns": 1.25,
        "path_class": "reg2out",
        "path_buffers": 2,
        "cp.depth": 6,
    },
    "global_route": {
        "grt_pass1_wl_um": 16900,
        "overflow": 0,
        "grt_pass1_vias": 3564,
        "track_usage_pct": 21.5,
        "antenna_found_initial": 0,
        "grt_max_degree": 31,
    },
    "floorplanning": {
        "fp.dieH_um": 99.7,
        "chip_area_um2": 9950,
        "core_region_area_um2": 9240,
        "ioPinCount": 28,
        "die_x_um": 99.7,
        "fp-utilization_pct": 51.7,
        "rows": 35,
    },
    "layout": {
        "syn_to_final_growth_pct": 13.8,
        "largestRegisters": "uart_receiver_inst.baud_controller_rx_inst.count: 15 flops, uart_transmitter_inst.baud_controller_tx_inst.count: 15 flops",
        "drive_above_1_share_pct": 9.32,
        "seqCellArea_um2": 1950,
        "fin_area_um2": 5430,
        "logic_area_um2": 2620,
        "final_common_cell": "dfrtp_1",
        "fillers": 829,
        "most-common-layout-cells": "dfrtp_1, nand2_1, a21oi_1, nor2_1",
    },
    "pwr": {
        "powerDensity_nw_per_um2": 348,
        "total_leakage_power_nw": 2.26,
        "peakVddDrop_mv": 0.183,
    },
    "place": {
        "gp_congestion": 0.836,
        "postPlaceCellArea_um2": 5190,
        "port_buffers": 27,
        "dpl.hpwl_um": 6800,
    },
    "routing": {
        "drtIter0Drc": 137,
        "post-route-drc-count": 0,
        "viasPerCell": 5.49,
        "routed_wl_um": 9640,
        "diodes": 0,
        "vias": 3769,
        "ant_nets": 0,
        "drt_first_pass_iters": 4,
        "wl_per_cell_um": 14.0,
    },
    "run": {
        "maxCapViolCount": 0,
        "tool_warnings": 30,
    },
}
power breakdown:
part | switching [mW] | leakage (nW) | internal [mW]
Combinational | 0.0750 | 1.17 | 0.0623
Sequential | 0.0100 | 0.976 | 0.933
Clock | 0.372 | 0.110 | 0.439
cell families (layout without fill, tap and decap cells):
| group | count (synthesis) | in the layout | share of synthesized area (%) |
|---|---|---|---|
| AND-OR/OR-AND | 122 | 122 | 16.9 |
| XOR/XNOR | 45 | 45 | 8.25 |
| adder cells (fa/ha/maj) | 12 | 12 | 3.14 |
| buffers and inverters | 48 | 79 | 4.43 |
| flip-flops | 78 | 78 | 40.9 |
| multiplexers | 17 | 17 | 3.67 |
| AND/OR/NAND/NOR | 205 | 205 | 22.7 |
synth_stat cells, drive strengths merged (3+ instances only):
master  count  share of area, %
ha         12               3.1
inv        20               1.6
a211oi      3              0.58
nand3b      6              0.94
xor2       19               3.5
nand2b      7              0.92
o31ai       4              0.92
and2       12               1.6
mux2        4              0.94
or3         4              0.52
nand4      10               1.3
nor2b       3              0.39
and4        4              0.73
a21boi      4              0.63
a21o        3              0.47
dfrtp      76                40
nor4        6               1.4
nor2       35               2.8
o22ai       4              0.52
a21oi      40               4.2
o21ai      28               2.9
a22o       12               2.2
nand3      27               2.8
mux2i      13               2.7
a221oi      4              0.86
clkbuf     14               1.1
buf        14               1.8
nand2      62               4.9
and3        5              0.65
nor3        9               1.0
or3b        3              0.55
xnor2      26               4.8
layout make-up:
type                    count  area share, %
multi-input cells         401           48.2
flip-flops and latches     78           36.0
repair buffers             43           7.18
well taps                 129           2.97
clock buffers              10           2.53
clock inverters             6           1.70
inverters                  20           1.40
worst max path at each step:
stage | endpoint | startpoint
finish | Rx_DATA[2] | flip-flop
global route | Rx_DATA[3] | flip-flop
CTS | Rx_DATA[2] | flip-flop
timing repair:
action,4_1_cts,5_1_grt
gates resized,0,3
setup endpoints to repair,0,9
buffers inserted,0,1
hold buffers,0,0
layer usage:
layer	GRT usage (%)	wire [µm]
met5	0	0
met2	34.5	4560
met1	34.1	4800
met3	1.93	162
met4	2.71	122
metrics by stage:
step	worst slack (ns)	total power, mW	utilization (%)	cells
after global routing	-0.0103	1.97	58.8	687
after floorplan	0.666	1.05	-	527
final	0.153	1.89	58.8	687
after global placement	0.225	1.10	56.1	670
after detailed placement	0.207	1.10	56.1	670
after CTS	0.0576	1.92	58.6	686
Power is estimated from default activity; no workload was simulated.
